$ cat ./design.v
module BCD_minus (
    input  [7:0] BCD_in,
    output [7:0] BCD_out
);
  reg [7:0] BCD_temp;
  always @(BCD_in) begin
    if (BCD_in == 8'b0000_0000)   
      BCD_temp <= 8'b1001_1001;
    else if (BCD_in[3:0] == 4'b0000)  
		begin
      BCD_temp[7:4] <= BCD_in[7:4] - 1;
      BCD_temp[3:0] <= 4'b1001;
    end else BCD_temp <= BCD_in - 8'b0000_0001;   
  end
  assign BCD_out = BCD_temp;
endmodule
module CountryRoadController(
    input wire clk,
    input wire rst_n,
    input wire car,
    input wire enable_n,
    input wire Timeout,
    input wire timeout,
    output reg enable_h,
    output reg start_n,
    output reg [7:0] count_cr,
    output reg [2:0] color_cr
);
parameter [2:0] GREEN_CR = 3'b100;
parameter [2:0] YELLOW_CR = 3'b010;
parameter [2:0] RED_CR = 3'b001;
parameter T_Green = 8'd30;  
parameter t_Yellow = 8'd5;    
wire [7:0] count_cr_minus;
  BCD_minus bcd_inst_n (
      .BCD_in (count_cr),
      .BCD_out(count_cr_minus)
  );
reg [2:0] NextState, CurrentState;
always @ (posedge clk or negedge rst_n) begin
    if (~rst_n) begin
        CurrentState <= RED_CR;  
    end else begin
        case (CurrentState)
            GREEN_CR: begin
                if (Timeout == 1) begin
                    NextState <= YELLOW_CR;
                    start_n <= 1;
                    color_cr <= 2'd1;
                    count_cr <= t_Yellow;
                end else begin 
                    count_cr <= count_cr_minus;
                    color_cr <= 2'd0;
                end
            end
            YELLOW_CR: begin
                if (timeout == 1) begin
                    NextState <= RED_CR;
                    enable_h <= 1; 
                    color_cr <= 2'd2;
                    count_cr <= T_Green + t_Yellow;
                end else begin
                    count_cr <= count_cr_minus;
                    color_cr <= 2'd1;
                end
            end
            RED_CR: begin
                if (enable_n) begin
                    NextState = GREEN_CR;
                    start_n = 1; 
                    color_cr <= 2'd0;
                    count_cr <= T_Green;
                end else begin
                    NextState <= RED_CR;
                    count_cr <= count_cr_minus;
                    color_cr <= 2'd2;
                end
            end
        endcase
    end
end
endmodule
module HighwayController(
    input wire clk,
    input wire rst_n,
    input wire car,
    input wire enable_h,
    input wire Timeout,
    input wire timeout,
    output reg enable_n,
    output reg start_h,
    output reg [7:0] count_h,
    output reg [2:0] color_h
);
parameter [2:0] GREEN_H = 3'b100;
parameter [2:0] YELLOW_H = 3'b010;
parameter [2:0] RED_H = 3'b001;
parameter T_Green = 8'd30;  
parameter t_Yellow = 8'd5;    
wire [7:0] count_h_minus;
  BCD_minus bcd_inst_h (
      .BCD_in (count_h),
      .BCD_out(count_h_minus)
  );
reg [2:0] NextState, CurrentState;
always @ (posedge clk or negedge rst_n) begin
    if (~rst_n) begin
        CurrentState <= GREEN_H;  
    end else begin
        NextState <= CurrentState ;
        start_h <= 0; enable_n <= 0;
        case (CurrentState)
            GREEN_H: begin
                if (car == 0 && count_h == 2'd00) begin
                    NextState <= GREEN_H;
                    count_h <= T_Green;
                    color_h <= 2'd0; 
                end else begin 
                    count_h <= count_h_minus;   
                end
                if (car == 1 && Timeout == 1) begin
                    NextState <= YELLOW_H;
                    start_h <= 1;
                    count_h <= t_Yellow;
                    color_h <= 2'd1;
                end else begin
                    count_h <= count_h_minus;
                    color_h <= 2'd0;
                end
            end
            YELLOW_H: begin
                if (timeout == 1) begin
                    NextState <= RED_H;
                    enable_n <= 1; 
                    count_h <= T_Green + t_Yellow;
                    color_h <= 2'd2;
                end else begin
                    count_h <= count_h_minus;
                    color_h <= 2'd1;
                end
            end
            RED_H: begin
                if (enable_h) begin
                    NextState <= GREEN_H;
                    start_h <= 1; 
                    count_h <= T_Green;
                    color_h <= 2'd0;
                end else begin
                    count_h <= count_h_minus;
                    color_h <= 2'd2;
                end
            end
        endcase
    end
end
endmodule
module Sensor(
    input wire car_detected,
    output reg car
);
always @(car_detected) begin
    car = car_detected;
end
endmodule
module Timer(
    input wire clk,
    input wire rst_n,
    input wire car_detected,
    output reg Timeout, 
    output reg timeout     
);
parameter T_Green = 2'd30;
parameter t_Yellow = 2'd05;
reg [7:0] count;
always @(posedge clk or negedge rst_n) begin
    if (~rst_n) begin
        count <= T_Green;
        Timeout <= 0;
    end else begin
        if (car_detected == 0 && count <= T_Green) begin
	        Timeout <= 0;
	        count <= count - 2'd01;
            if (count == 2'd00) begin
                count <= T_Green;
            end
        end
	    if (car_detected == 1 && count <= T_Green) begin 
	        Timeout <= 1;
            count <= count - 2'd01;
            timeout <= 1;	    
            if (count == 2'd00 && timeout == 1 && Timeout == 1) begin
                count <= t_Yellow;
                if (count > 2'd00) begin
                    count <= count - 2'd01;
                    if (count == 2'd00) begin
                        count <= t_Yellow + T_Green;
                        if (count > 2'd00) begin
                            count <= count - 2'd01;
                            if (count == 2'd00) begin
                                count <= T_Green;
                            end
                        end
                    end
                end
            end
        end 
    end
end
endmodule
module clk_gen(
    input clk,
    output reg clk_1Hz
);
reg [24:0] count;
always @(posedge clk)
begin
	count <= count + 1;
	if (count == 2500000)
	begin
		clk_1Hz <= ~clk_1Hz;
		count <= 0;
	end
end
endmodule
module giaimabaythanh(
    input [3:0] data,
    output reg [6:0] led
);
always @(*)
begin
    case(data)
        4'b0000: led = 7'b1000000;  
        4'b0001: led = 7'b1111001;  
        4'b0010: led = 7'b0100100;  
        4'b0011: led = 7'b0110000;  
        4'b0100: led = 7'b0011001;  
        4'b0101: led = 7'b0010010;  
        4'b0110: led = 7'b0000010;  
        4'b0111: led = 7'b1111000;  
        4'b1000: led = 7'b0000000;  
        4'b1001: led = 7'b0010000;  
        default: led = 7'b0111111;  
    endcase
end
endmodule
module hienthiled
(
    input wire [7:0] count_h,   
    input wire [7:0] count_cr,
    input wire [2:0] color_h,
    input wire [2:0] color_cr, 
    output wire [6:0] led0,  
    output wire [6:0] led1,  
    output wire [6:0] led2,  
    output wire [6:0] led3,  
    output wire [6:0] led4,  
    output wire [6:0] led5  
);
wire [6:0] led0_wire;
wire [6:0] led1_wire;
giaimabaythanh GiaiMacount_h1(.data(count_h[3:0]), .led(led0_wire));   
giaimabaythanh GiaiMacount_h2(.data(count_h[7:4]), .led(led1_wire));   
wire [6:0] led2_wire;
wire [6:0] led3_wire;
giaimabaythanh GiaiMacount_cr1(.data(count_cr[3:0]), .led(led2_wire));   
giaimabaythanh GiaiMacount_cr2(.data(count_cr[7:4]), .led(led3_wire));   
wire [6:0] led4_wire;
wire [6:0] led5_wire;
giaimabaythanh GiaiMacolor_h1(.data(color_h[2:0]), .led(led4_wire));     
giaimabaythanh GiaiMacolor_cr2(.data(color_cr[2:0]), .led(led5_wire));   
assign led5 = led5_wire;
assign led4 = led4_wire;
assign led3 = led3_wire;
assign led2 = led2_wire;
assign led1 = led1_wire;
assign led0 = led0_wire;
endmodule
module topmoduleTL(
    input wire clk,                
    input wire rst_n,              
    input wire car_detected,       
    output reg [6:0] led0,              
    output reg [6:0] led1,              
    output reg [6:0] led2,              
    output reg [6:0] led3,              
    output reg [6:0] led4,              
    output reg [6:0] led5               
);
wire timeout;
wire Timeout;
wire enable_h;
wire start_h;
wire enable_n;
wire start_n;
wire [6:0] led0_wire;
wire [6:0] led1_wire;
wire [6:0] led2_wire;
wire [6:0] led3_wire;
wire [6:0] led4_wire;
wire [6:0] led5_wire;
parameter [2:0] GREEN = 3'b100;
parameter [2:0] YELLOW = 3'b010;
parameter [2:0] RED = 3'b001;
parameter T_Green = 8'd30;  
parameter t_Yellow = 8'd5;    
wire [7:0] count_h;
wire [2:0] color_h;
wire [7:0] count_cr;
wire [2:0] color_cr;
clk_gen clk_generator(
    .clk(clk),
    .clk_1Hz()
);
Sensor sensor_inst(
    .car_detected(car_detected),
    .car()
);
Timer timer_inst(
    .clk(clk),
    .rst_n(rst_n),
    .Timeout(Timeout),
    .timeout(timeout)
);
HighwayController highway_ctrl(
    .clk(clk),
    .rst_n(rst_n),
    .car(car_detected),
    .enable_h(enable_h),
    .Timeout(Timeout),
    .timeout(timeout),
    .enable_n(enable_n),
    .start_h(start_h),
	 .count_h(count_h),
	 .color_h(color_h)
);
CountryRoadController country_ctrl(
    .clk(clk),
    .rst_n(rst_n),
    .car(car_detected),
    .enable_n(enable_n),
    .Timeout(Timeout),
    .timeout(timeout),
    .enable_h(enable_h),
    .start_n(start_n),
	 .count_cr(count_cr),
	 .color_cr(color_cr)
);
hienthiled led_display(
	.count_h(count_h),
	.color_h(color_h),
	.count_cr(count_cr),
	.color_cr(color_cr),
    .led0(led0_wire),
    .led1(led1_wire),
    .led2(led2_wire),
    .led3(led3_wire),
    .led4(led4_wire),
    .led5(led5_wire)
);
always @(led0_wire or led1_wire or led2_wire or led3_wire or led4_wire or led5_wire) begin
    led0 <= led0_wire;
    led1 <= led1_wire;
    led2 <= led2_wire;
    led3 <= led3_wire;
    led4 <= led4_wire;
    led5 <= led5_wire;
end
endmodule
$ cat ./run.sh
#!/bin/bash
# OpenROAD 26Q1-2900-gdf79404cd8, Yosys 0.63+post, stock flow scripts
make -C /OpenROAD-flow-scripts/flow DESIGN_CONFIG=/design/flow/config.mk WORK_HOME=/design/flow/orfs finish
$ cat ./config.mk
export PLATFORM = sky130hd
export DESIGN_NAME = topmoduleTL
export DESIGN_NICKNAME = topmoduleTL
export VERILOG_FILES = /design/flow/design.v
export SDC_FILE = /design/flow/constraint.sdc
export NUM_CORES = 4
export LEC_CHECK = 1
export CORE_AREA = 10 10 114 114
export DIE_AREA = 0 0 124 124
$ cat ./constraint.sdc
current_design topmoduleTL

set clk_period 4.1
set clk_io_pct 0.2

create_clock -name clk0 -period $clk_period [get_ports {clk}]

set non_clock_inputs [all_inputs -no_clocks]
set_input_delay [expr $clk_period * $clk_io_pct] -clock clk0 $non_clock_inputs
set_output_delay [expr $clk_period * $clk_io_pct] -clock clk0 [all_outputs]
==> flow_summary.ini <==
; implementation run metrics
[place]
io_buffers = 29
gp_congestion = 0.813
hpwl_mm = 3.23
dp.cells = 399
pre_cts_slack_ns = 1.03

[power]
vdd_drop_max_mv = 0.154
cellLeakagePower_nw = 1.08
totalPowerFinal_mw = 1.05
power_density_nw_per_um2 = 394

[synthesis]
ys_warn_count = 13
syn_area_per_cell_sq_um = 9.00
top_area_share_pct = 21.8
yosys.area.top_type = edfxtp_1
synth_stat.cells = 245
synth.distinct_cells = 55
synth_cells = 245
ys_chip_area_sq_um = 2200
synthTopCellsByArea = edfxtp_1, dfxtp_1, ha_1, buf_4, nand2_1
synthFlopType = edfxtp_1
async_flop_share_pct = 0
ys_seq_share_pct = 34.5
synth-edff-count = 16
netlist_area_sq_um = 2200
synth_flops = 30

[routing]
drt-pass1-iter-count = 4
antenna_cells = 0
wire_per_inst_microns = 10.3
totalWireLength_mm = 4.21
viasPerCell = 4.14
drc = 0
drt_iter0_markers = 136
vias = 1686
antenna_left = 0

[worst_setup_path]
r2r_start = country_ctrl.count_cr[1]$_SDFFCE_PP0P_
path_cells = inv_1 -> ha_1 -> nor3b_2 -> a21oi_1 -> a31oi_1 -> inv_1 -> ha_1 -> nor3_1 -> a31oi_1
cp_slowest_stage_delay_ns = 0.74
critPathKind = register to register
rr_endpoint = led3[5]$_DFF_P_
worstRegToRegCells = 9
crit_end = led3[5]$_DFF_P_
startpoint = country_ctrl.count_cr[1]$_SDFFCE_PP0P_
rrSetupSlack_ns = 1.15
endpoint_kind = register
cp.required_ns = 4.26
path_max_fanout = 11
worstPathArrival_ns = 3.10
cp-start-kind = register
cp_slowest_cell = nor3b_2

[run_status]
status = complete, no violations

[clocking]
root_buffer = clkbuf_8
htreeDepth = 2
ctsHoldBuffers = 0
clk-insertion-delay-late_ns = 0.28
clkSinkCount = 30
cts_buffers = 5
clockBufferDepth = 2
clk_pin_slew_ns = 0.07
cts_setup_buffers = 0
cts_tree = done
cts_resized = 0

[sta]
rsz0062_at_grt = no
hold_viol = 0
final.setup.tns_ns = 0
report.final.slew_viol_count = 0
skew_ns = 0.00667
slew_headroom_pct = 44.2
finalClockPeriodUsage_pct = 71.9
finalSetupViolations = 0
holdWs_ns = 0.685
timing.fmax_ghz = 0.339
min_period_ns = 2.95
layout_setup_ws_ns = 1.15
worstMarginPinSlew_ns = 0.834

[grt]
grtUsageTotal_pct = 5.40
first_global_vias = 1552
grt_max_degree = 22
grt_pass1_wl_mm = 7.04
grt_overflow = 0
antenna_found_initial = 0

[cells_and_area]
drive_gt1_share_pct = 9.59
regArea_sq_um = 761
fin_cells = 407
area_growth_syn_to_layout_pct = 21.1
lay_top_count = clkdlybuf4s50_1
most-common-layout-cells = clkdlybuf4s50_1, nand2_1, ha_1
nFillCells = 1075
comb_area_sq_um = 1240

[hold_path]
min_path_cells = 1
min_path_type = register to register

[floorplan]
die_x_microns = 124
rows = 37
chipArea_sq_um = 15400
fp_util_pct = 21.2
core-area_sq_um = 10400
io_pins = 45
die_y_microns = 124

[job]
timing.max_cap.violations = 0
warnings = 38
## through the flow
stage | utilization (%) | cell area (sq um)
after floorplan | - | 2250
after CTS | 25.6 | 2670
final | 25.6 | 2670
after global routing | 25.6 | 2670
after global placement | 24.4 | 2550
after detailed placement | 24.4 | 2550
## power by group
part	switching, mW	leakage [nW]	total (mW)	internal, mW
logic	0.139	0.742	0.330	0.190
registers	0.0458	0.275	0.420	0.375
clock network	0.111	0.0622	0.303	0.191
total	0.296	1.08	1.05	0.756
## synth_stat cells, types with 2 or more instances
library cell / count
o211ai_1: 3
conb_1: 2
edfxtp_1: 16
dfxtp_1: 14
xnor2_1: 2
nor2_1: 19
nor4_4: 2
nand2b_1: 6
o31ai_1: 3
mux2_2: 2
a21oi_1: 17
mux2i_1: 4
buf_4: 16
nand2_1: 28
o22ai_1: 2
buf_6: 3
o21ai_1: 3
clkbuf_1: 3
o21ai_0: 13
a31o_2: 2
ha_1: 20
nor2b_1: 4
a31oi_1: 8
or2_2: 3
inv_1: 19
nor3_1: 2
## worst min path at each step
stage | startpoint | endpoint | slack, ns
CTS | country_ctrl.count_cr[7]$_SDFFCE_PN1P_ | country_ctrl.count_cr[7]$_SDFFCE_PN1P_ | 0.68
global route | country_ctrl.count_cr[7]$_SDFFCE_PN1P_ | country_ctrl.count_cr[7]$_SDFFCE_PN1P_ | 0.71
finish | country_ctrl.count_cr[7]$_SDFFCE_PN1P_ | country_ctrl.count_cr[7]$_SDFFCE_PN1P_ | 0.68
## layout make-up
cell class	instances	share of cell area [%]
sequential	30	28.5
timing repair buffer	31	11.4
clock buffer	7	4.45
inverter	19	2.67
multi-input combinational	183	46.4
tap	136	6.38
clock inverter	1	0.141
## critical path: cells and delay by family, from the launching register on
family                   cells  cell delay (ns)
AND-OR/OR-AND                3             0.63
adder cells (fa/ha/maj)      2             0.57
buffers and inverters        2             0.21
flip-flops                   1             0.48
AND/OR/NAND/NOR              2             0.92
## logic make-up after synthesis
logic type / after synthesis / synth area share [%]
other: 2 / 0.341
xor gates and xnor gates: 2 / 0.795
DFF: 30 / 34.5
muxes: 8 / 4.48
AOI/OAI and AO/OA: 61 / 17.7
buffers and inverters: 44 / 11.4
and+or+nand+nor: 78 / 19.5
adders and majority gates: 20 / 11.4
## registers in the layout, indices dropped and copies added (netlist names)
name,flops
led2,7
led3,7
highway_ctrl.count_h,8
country_ctrl.count_cr,8
## metal layers
| layer | up-vias | GRT usage (%) | part of all wire (%) |
|---|---|---|---|
| met4 | 0 | 0.576 | 0.95 |
| met2 | 33 | 7.95 | 43 |
| met5 | - | 0 | 0 |
| met1 | 769 | 7.95 | 50 |
| met3 | 6 | 1.65 | 5.6 |
| li1 | 878 | - | - |
No activity file was given, so power comes from the tool's default toggle rates.
